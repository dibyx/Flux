==> design.v <==
module edge_function (
    input  wire signed [10:0] v0_x,   
    input  wire signed [10:0] v0_y,   
    input  wire signed [10:0] v1_x,   
    input  wire signed [10:0] v1_y,   
    input  wire signed [10:0] px,     
    input  wire signed [10:0] py,     
    output reg signed [21:0]  result  
);
wire signed [10:0] dy = v0_y - v1_y;   
wire signed [10:0] dx = v1_x - v0_x;   
wire signed [21:0] term1 = dy * px;            
wire signed [21:0] term2 = dx * py;            
wire signed [21:0] term3 = v0_x * v1_y;        
wire signed [21:0] term4 = v1_x * v0_y;        
always @(*) begin
    result = term1 + term2 + term3 - term4;
end
endmodule
module rasterizer (
    input  wire        clk,
    input  wire        rst_n,
    input  wire [9:0]  v0_x,
    input  wire [9:0]  v0_y,
    input  wire [9:0]  v1_x,
    input  wire [9:0]  v1_y,
    input  wire [9:0]  v2_x,
    input  wire [9:0]  v2_y,
    input  wire [23:0] color,
    input  wire        start,       
    output reg         busy,        
    output reg         done,        
    output reg  [18:0] fb_addr,
    output reg  [23:0] fb_data,
    output reg         fb_write
);
localparam IDLE       = 3'd0;
localparam CALC_BBOX  = 3'd1;
localparam RASTER     = 3'd2;
localparam WRITE_PIX  = 3'd3;
localparam DONE_STATE = 3'd4;
reg [2:0] state;
reg [9:0] min_x, max_x;
reg [9:0] min_y, max_y;
reg [9:0] curr_x, curr_y;
wire signed [21:0] e0, e1, e2;
wire inside;
wire signed [10:0] sv0_x = {1'b0, v0_x};
wire signed [10:0] sv0_y = {1'b0, v0_y};
wire signed [10:0] sv1_x = {1'b0, v1_x};
wire signed [10:0] sv1_y = {1'b0, v1_y};
wire signed [10:0] sv2_x = {1'b0, v2_x};
wire signed [10:0] sv2_y = {1'b0, v2_y};
wire signed [10:0] scurr_x = {1'b0, curr_x};
wire signed [10:0] scurr_y = {1'b0, curr_y};
edge_function edge0 (
    .v0_x(sv0_x), .v0_y(sv0_y),
    .v1_x(sv1_x), .v1_y(sv1_y),
    .px(scurr_x), .py(scurr_y),
    .result(e0)
);
edge_function edge1 (
    .v0_x(sv1_x), .v0_y(sv1_y),
    .v1_x(sv2_x), .v1_y(sv2_y),
    .px(scurr_x), .py(scurr_y),
    .result(e1)
);
edge_function edge2 (
    .v0_x(sv2_x), .v0_y(sv2_y),
    .v1_x(sv0_x), .v1_y(sv0_y),
    .px(scurr_x), .py(scurr_y),
    .result(e2)
);
assign inside = ((e0 >= 0) && (e1 >= 0) && (e2 >= 0)) ||
                ((e0 <= 0) && (e1 <= 0) && (e2 <= 0));
function [9:0] min3;
    input [9:0] a, b, c;
    begin
        min3 = (a < b) ? ((a < c) ? a : c) : ((b < c) ? b : c);
    end
endfunction
function [9:0] max3;
    input [9:0] a, b, c;
    begin
        max3 = (a > b) ? ((a > c) ? a : c) : ((b > c) ? b : c);
    end
endfunction
always @(posedge clk or negedge rst_n) begin
    if (!rst_n) begin
        state    <= IDLE;
        busy     <= 1'b0;
        done     <= 1'b0;
        fb_write <= 1'b0;
        curr_x   <= 10'd0;
        curr_y   <= 10'd0;
        min_x    <= 10'd0;
        max_x    <= 10'd0;
        min_y    <= 10'd0;
        max_y    <= 10'd0;
        fb_addr  <= 19'd0;
        fb_data  <= 24'd0;
    end else begin
        case (state)
            IDLE: begin
                done <= 1'b0;
                fb_write <= 1'b0;
                if (start) begin
                    busy <= 1'b1;
                    state <= CALC_BBOX;
                end
            end
            CALC_BBOX: begin
                min_x <= min3(v0_x, v1_x, v2_x);
                max_x <= max3(v0_x, v1_x, v2_x);
                min_y <= min3(v0_y, v1_y, v2_y);
                max_y <= max3(v0_y, v1_y, v2_y);
                if (min_x > 10'd639) min_x <= 10'd639;
                if (max_x > 10'd639) max_x <= 10'd639;
                if (min_y > 10'd479) min_y <= 10'd479;
                if (max_y > 10'd479) max_y <= 10'd479;
                curr_x <= min3(v0_x, v1_x, v2_x);
                curr_y <= min3(v0_y, v1_y, v2_y);
                state <= RASTER;
            end
            RASTER: begin
                if (inside) begin
                    fb_addr <= curr_y * 10'd640 + curr_x;
                    fb_data <= color;
                    state <= WRITE_PIX;
                end else begin
                    if (curr_x >= max_x) begin
                        curr_x <= min_x;
                        if (curr_y >= max_y) begin
                            state <= DONE_STATE;
                        end else begin
                            curr_y <= curr_y + 10'd1;
                        end
                    end else begin
                        curr_x <= curr_x + 10'd1;
                    end
                end
            end
            WRITE_PIX: begin
                fb_write <= 1'b1;
                if (curr_x >= max_x) begin
                    curr_x <= min_x;
                    if (curr_y >= max_y) begin
                        state <= DONE_STATE;
                    end else begin
                        curr_y <= curr_y + 10'd1;
                        state <= RASTER;
                    end
                end else begin
                    curr_x <= curr_x + 10'd1;
                    state <= RASTER;
                end
            end
            DONE_STATE: begin
                fb_write <= 1'b0;
                busy <= 1'b0;
                done <= 1'b1;
                state <= IDLE;
            end
            default: state <= IDLE;
        endcase
    end
end
endmodule
==> run.sh <==
#!/bin/bash
# OpenROAD 26Q1-2900-gdf79404cd8, Yosys 0.63+post, stock flow scripts
make -C /OpenROAD-flow-scripts/flow DESIGN_CONFIG=/design/flow/config.mk WORK_HOME=/design/flow/orfs finish
==> config.mk <==
export PLATFORM = sky130hd
export DESIGN_NAME = rasterizer
export DESIGN_NICKNAME = rasterizer
export VERILOG_FILES = /design/flow/design.v
export SDC_FILE = /design/flow/constraint.sdc
export NUM_CORES = 4
export LEC_CHECK = 1
export CORE_UTILIZATION = 40
==> constraint.sdc <==
current_design rasterizer

set clk_period 28.1
set clk_io_pct 0.2

create_clock -name clk0 -period $clk_period [get_ports {clk}]

set non_clock_inputs [all_inputs -no_clocks]
set_input_delay [expr $clk_period * $clk_io_pct] -clock clk0 $non_clock_inputs
set_output_delay [expr $clk_period * $clk_io_pct] -clock clk0 [all_outputs]
==> out/results.ini <==
[status]
run_status=finished, violations left
violated_checks=design-rule violations

[place]
place_congestion=0.993
number_of_port_buffers=132
placed_cells=8354
dpl.hpwl_mm=153

[synth]
netlist_top_cells_area=sky130_fd_sc_hd__fa_1 43%, sky130_fd_sc_hd__ha_1 15%, sky130_fd_sc_hd__inv_1 8.9%
synth-seq-cells=101
yosys_cells=6365
yosys-stat-area_um2=57900
synth_area_um2=57900
top_area_frac=0.427
synth_area_per_cell_um2=9.10
number_of_synthesized_flops_with_an_enable_pin=0
yosys_warnings=2
flop_cell=sky130_fd_sc_hd__dfrtp_1
synthDominantAreaCellType=sky130_fd_sc_hd__fa_1
seq_area_frac_synth=0.0437
share_of_flip_flops_with_an_asynchronous_set_or_reset=1.00
synth_cell_type_count=93
netlist_instances=6365

[setup_path]
timing.critical_path.to_type=register
worst-endpoint-required_ns=28.37
crit_top_cell=sky130_fd_sc_hd__fa_1
startpoint_type=input pin
path_class=input pin to register
worst_path_largest_cell_delay_ns=0.93
critical-path-slowest-cell=sky130_fd_sc_hd__clkinv_1
critical_path_arrival_ns=20.61
cp_max_fo=44

[grt]
vias_in_the_first_global_route=46700
maximum_number_of_pins_on_one_net_before_global_route_repair=54
grt.met1_usage=0.374
grt_use_total=0.276
grt_most_used_layer=met2
grt_remaining_overflow=0
wire_length_of_the_first_global_routing_pass_mm=286
antenna_violations_before_repair=21
groute.layer.met3.usage=0.111
gr-usage-met2=0.415

[sta]
total_count_of_hold_check_failures_in_the_final_report=0
finalClockPeriodUsage=0.724
worst_slew_margin_rel=0.283
number_of_pins_exceeding_their_max_slew_limit_in_the_final_report=0
rsz0062_at_grt=false
setup-tns-final_ns=0
clock_skew_ns=0.0165
setup-violations-final=0
tightest_slew_ns=1.06
achievable_freq_ghz=0.0492
fin_crit_ns=20.33
fin_hold_ws_ns=0.490

[floorplanning]
placement_rows=139
die_footprint_um2=146000
die.size.y_um=382
initial_core_util=0.403
core_um2=144000
die_width_um=382
ports=133

[clock_network]
clk_path_buf_depth=2
cts-resized-gates=0
clock_insertion_delay_worst_skew_ns=0.40
cts-hold-fix-buffers=0
clock_transition_at_the_registers_of_the_reported_paths_ns=0.08
tritoncts=done
numCtsBuffers=9
root_buffer=sky130_fd_sc_hd__clkbuf_16
cts_sinks=101
cts-htree-levels=3
cts_setup_buffers=0

[run]
max_cap_violations=0
warnings=28

[detailed_routing]
wirelength_mm=183
route.vias.total=43800
drt_pre_antenna_iters=50
drcViolationCount=2
detailedRoute.firstIterationViolations=2547
detail_route.wl_per_cell_um=21.9
route.detailed.vias_per_inst=5.22
route.antenna.remaining_nets=0

[layout]
number_of_standard_cells_in_the_layout_taps_in_and_fillers_out=8379
logic_area_um2=49200
drive_gt1_frac=0.0408
fillCellCount=13900
sequential_cell_area_um2=2530
area_growth_syn_to_layout_pct=7.65

[hold_path]
timing.hold.worst.class=register to register

## worst max-delay path: cells and delay by family
family                     cells  cell delay [ns]
buffers and inverters          7             2.43
adders and majority gates     14             6.05
muxes                          1             0.39
xor gates and xnor gates       1             0.19
and+or+nand+nor                8             2.52
AOI/OAI and AO/OA             11             3.23
## logic make-up after synthesis
group,count (synthesis),share of synthesized area
compound gates,669,0.0774
xor+xnor,224,0.0344
fa+ha+maj,1933,0.578
buf+inv,1616,0.106
flops,101,0.0437
mux,49,0.0113
simple gates,1773,0.149
## final timing paths
kind | start | endpoint | slack, ns | cells after the start
worst min-delay path | done | done | 0.49 | 1
worst max-delay path | v1_x[1] | fb_data[18] | 7.77 | 42
worst max register to register | curr_x[4] | fb_data[18] | 17.44 | 23
worst min register to register | done | done | 0.49 | 1
min in group asynchronous | rst_n | fb_data[17] | 5.27 | 1
max in group asynchronous | rst_n | min_x[0] | 21.61 | 2
## cell type report
cell class                 instances  share of cell area
multi-input combinational       4648               0.790
inverter                        1395              0.0840
sequential                       101              0.0406
clock inverter                     7             0.00126
timing repair buffer             307              0.0422
antenna                            9            0.000361
tap                             1903              0.0382
clock buffer                       9             0.00361
## metal layers
| layer | vias to the layer above | routed length (um) |
|---|---|---|
| li1 | 19800 | - |
| met4 | 20 | 8450 |
| met1 | 21900 | 71400 |
| met5 | - | 115 |
| met2 | 1776 | 83100 |
| met3 | 340 | 20100 |
## placed cells by master, fill, tap and decap left out, drive strengths merged, types with 13 or more instances in the layout
cell type,n
dfrtp,100
o221ai,22
xor2,81
a21boi,26
a22oi,21
nand2,350
and2,511
mux2i,13
o22ai,16
o21a,18
inv,1377
or3,15
and3,13
nand2b,43
nand4,20
o211ai,18
nor2b,55
buf,176
fa,1235
a21oi,170
a21o,37
o21ai,163
nor3,38
nor2,619
clkinv,25
xnor2,141
ha,698
o21bai,24
a211oi,14
clkdlybuf4s50,131
nand3,54
mux2,36
## synth_stat cells, types with 55 or more instances
cell type and number:
sky130_fd_sc_hd__nor2_1 619, sky130_fd_sc_hd__dfrtp_1 100, sky130_fd_sc_hd__xor2_1 81, sky130_fd_sc_hd__and2_1 511
sky130_fd_sc_hd__xnor2_1 141, sky130_fd_sc_hd__ha_1 698, sky130_fd_sc_hd__fa_1 1235, sky130_fd_sc_hd__o21ai_0 153
sky130_fd_sc_hd__a21oi_1 165, sky130_fd_sc_hd__nor2b_1 55, sky130_fd_sc_hd__nand2_1 349, sky130_fd_sc_hd__clkbuf_1 181
sky130_fd_sc_hd__inv_1 1373
## state kept, by name (all words and copies together), names as in the netlist, 5 cells and up
name and cells:
curr_x 10, curr_y 10, fb_addr 19, fb_data 24, max_x 10, max_y 10, min_x 10, state 5
## per-stage QoR
stage | setup WS (ns) | cell area [um2] | util
after floorplan | 11.16 | 57900 | -
after global placement | 7.46 | 62000 | 0.432
after detailed placement | 7.43 | 62000 | 0.432
after CTS | 7.82 | 62300 | 0.434
after global routing | 7.01 | 62300 | 0.434
final | 7.77 | 62300 | 0.434
