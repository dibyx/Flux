## flow/design.v

```verilog
module vga_controller (
    input  wire        clk,         
    input  wire        rst_n,
    output wire [18:0] fb_rd_addr,  
    input  wire [23:0] fb_rd_data,  
    output wire        hsync,
    output wire        vsync,
    output reg  [7:0]  vga_r,
    output reg  [7:0]  vga_g,
    output reg  [7:0]  vga_b
);
wire [9:0] pixel_x;
wire [9:0] pixel_y;
wire       display_en;
wire       frame_start;
vga_timing_generator timing_gen (
    .clk         (clk),
    .rst_n       (rst_n),
    .pixel_x     (pixel_x),
    .pixel_y     (pixel_y),
    .hsync       (hsync),
    .vsync       (vsync),
    .display_en  (display_en),
    .frame_start (frame_start)
);
wire [18:0] addr_y_512 = {pixel_y, 9'b0};         
wire [18:0] addr_y_128 = {2'b0, pixel_y, 7'b0};   
wire [18:0] addr_calc  = addr_y_512 + addr_y_128 + {9'b0, pixel_x};
reg [18:0] fb_addr_reg;
always @(posedge clk or negedge rst_n) begin
    if (!rst_n) begin
        fb_addr_reg <= 19'd0;
    end else if (display_en) begin
        fb_addr_reg <= addr_calc;
    end else begin
        fb_addr_reg <= 19'd0;
    end
end
assign fb_rd_addr = fb_addr_reg;
reg [23:0] pixel_data_reg;
reg        display_en_reg;
always @(posedge clk or negedge rst_n) begin
    if (!rst_n) begin
        pixel_data_reg <= 24'd0;
        display_en_reg <= 1'b0;
    end else begin
        pixel_data_reg <= fb_rd_data;
        display_en_reg <= display_en;
    end
end
always @(posedge clk or negedge rst_n) begin
    if (!rst_n) begin
        vga_r <= 8'h00;
        vga_g <= 8'h00;
        vga_b <= 8'h00;
    end else if (display_en_reg) begin
        vga_r <= pixel_data_reg[23:16];   
        vga_g <= pixel_data_reg[15:8];    
        vga_b <= pixel_data_reg[7:0];     
    end else begin
        vga_r <= 8'h00;
        vga_g <= 8'h00;
        vga_b <= 8'h00;
    end
end
endmodule
module vga_timing_generator (
    input  wire       clk,         
    input  wire       rst_n,
    output reg [9:0]  pixel_x,     
    output reg [9:0]  pixel_y,     
    output reg        hsync,       
    output reg        vsync,       
    output reg        display_en,  
    output reg        frame_start  
);
localparam H_DISPLAY    = 640;   
localparam H_FRONT      = 16;    
localparam H_SYNC       = 96;    
localparam H_BACK       = 48;    
localparam H_TOTAL      = H_DISPLAY + H_FRONT + H_SYNC + H_BACK;  
localparam V_DISPLAY    = 480;   
localparam V_FRONT      = 10;    
localparam V_SYNC       = 2;     
localparam V_BACK       = 33;    
localparam V_TOTAL      = V_DISPLAY + V_FRONT + V_SYNC + V_BACK;  
localparam H_SYNC_POL   = 1'b0;  
localparam V_SYNC_POL   = 1'b0;  
reg [9:0] h_count;
reg [9:0] v_count;
always @(posedge clk or negedge rst_n) begin
    if (!rst_n) begin
        h_count <= 10'd0;
    end else begin
        if (h_count == H_TOTAL - 1) begin
            h_count <= 10'd0;
        end else begin
            h_count <= h_count + 10'd1;
        end
    end
end
always @(posedge clk or negedge rst_n) begin
    if (!rst_n) begin
        v_count <= 10'd0;
    end else begin
        if (h_count == H_TOTAL - 1) begin
            if (v_count == V_TOTAL - 1) begin
                v_count <= 10'd0;
            end else begin
                v_count <= v_count + 10'd1;
            end
        end
    end
end
always @(posedge clk or negedge rst_n) begin
    if (!rst_n) begin
        hsync <= ~H_SYNC_POL;
        vsync <= ~V_SYNC_POL;
    end else begin
        if (h_count >= (H_DISPLAY + H_FRONT) && 
            h_count < (H_DISPLAY + H_FRONT + H_SYNC)) begin
            hsync <= H_SYNC_POL;
        end else begin
            hsync <= ~H_SYNC_POL;
        end
        if (v_count >= (V_DISPLAY + V_FRONT) && 
            v_count < (V_DISPLAY + V_FRONT + V_SYNC)) begin
            vsync <= V_SYNC_POL;
        end else begin
            vsync <= ~V_SYNC_POL;
        end
    end
end
always @(posedge clk or negedge rst_n) begin
    if (!rst_n) begin
        display_en <= 1'b0;
    end else begin
        display_en <= (h_count < H_DISPLAY) && (v_count < V_DISPLAY);
    end
end
always @(posedge clk or negedge rst_n) begin
    if (!rst_n) begin
        pixel_x <= 10'd0;
        pixel_y <= 10'd0;
    end else begin
        if (h_count < H_DISPLAY) begin
            pixel_x <= h_count;
        end else begin
            pixel_x <= 10'd0;
        end
        if (v_count < V_DISPLAY) begin
            pixel_y <= v_count;
        end else begin
            pixel_y <= 10'd0;
        end
    end
end
always @(posedge clk or negedge rst_n) begin
    if (!rst_n) begin
        frame_start <= 1'b0;
    end else begin
        frame_start <= (h_count == 10'd0) && (v_count == 10'd0);
    end
end
endmodule
```

## flow/run.sh

```bash
#!/bin/bash
# OpenROAD 26Q1-2900-gdf79404cd8, Yosys 0.63+post, stock flow scripts
make -C /OpenROAD-flow-scripts/flow DESIGN_CONFIG=/design/flow/config.mk WORK_HOME=/design/flow/orfs finish
```

## flow/config.mk

```make
export PLATFORM = sky130hd
export DESIGN_NAME = vga_controller
export DESIGN_NICKNAME = vga_controller
export VERILOG_FILES = /design/flow/design.v
export SDC_FILE = /design/flow/constraint.sdc
export NUM_CORES = 4
export LEC_CHECK = 1
export CORE_UTILIZATION = 50
```

## flow/constraint.sdc

```tcl
current_design vga_controller

set clk_period 4.0
set clk_io_pct 0.2

create_clock -name clk0 -period $clk_period [get_ports {clk}]

set non_clock_inputs [all_inputs -no_clocks]
set_input_delay [expr $clk_period * $clk_io_pct] -clock clk0 $non_clock_inputs
set_output_delay [expr $clk_period * $clk_io_pct] -clock clk0 [all_outputs]
```

==> reports/results.tsv <==
stage	metric	value	unit
logic_synthesis	synth-edff-count	0	
cts	cts_sinks	111	
final_layout	drive_above_1_share	0.05839	
setup_path	endpoint_kind	flip-flop	
logic_synthesis	ys_seq_frac	0.6435	
power_and_ir_drop	power_leakage	2.476	nW
global_route	grt_pass1_vias	2329	
setup_path	path_cells	inv_1 -> fa_1 -> fa_1 -> nor2b_1 -> nor3_1 -> o21ai_0 -> a31oi_1 -> mux2i_1	
logic_synthesis	xor_area_frac	0.03649	
cts	cts.clk_slew.worst_paths	0.10	ns
logic_synthesis	simple_gate_share	0.1680	
floorplanning	die_x	94.96	um
timing	hold_viol	0	
setup_path	crit_family	adder cells	
logic_synthesis	flop_cell	dfrtp_1	
logic_synthesis	topCombFamilyByArea	simple AND/OR/NAND/NOR gates	
routing	antenna-diode-count	0	
global_route	grt_usage	0.1657	
floorplanning	io_pins	71	
logic_synthesis	fa_ha_area_frac	0.07877	
placement	placed_cell_area	5116	um2
routing	drc	0	
setup_path	cp_slowest_stage_delay	0.46	ns
setup_path	worstPathRequired	4.23	ns
routing	drt_first_pass_iters	4	
cts	clock_latency	0.35	ns
final_layout	logic_area	1439	um2
cts	cts_resized	0	
cts	cts_max_path_buffers	2	
timing	skew	0.01058	ns
cts	cts_setup_buffers	0	
cts	cts_tree	yes	
setup_path	path_common_cell	fa_1	
logic_synthesis	ys_ff	111	
logic_synthesis	synthDistinctLibCells	39	
logic_synthesis	yosysWarnings	2	
floorplanning	coreArea	8299	um2
setup_path	start_kind	flip-flop	
global_route	grt_pass1_wl	11.03	mm
hold_path	worstHoldPathType	primary input to asynchronous set/reset pin	
placement	dp_hpwl	4.651	mm
final_layout	area_delta_synth_final	23.54	%
routing	antenna_left	0	
timing	slew-limit-headroom	0.5938	
setup_path	arrival	2.67	ns
global_route	grt_overflow_total	0	
final_layout	fillCellCount	646	
final_layout	area.sequential	2780	um2
power_and_ir_drop	powerDensity	366.1	nW/um2
routing	drt_iter0_markers	70	
logic_synthesis	async_reset_ff_frac	1.000	
setup_path	path_buffers	1	
final_layout	largest_reg_flops	24	
final_layout	fin_area	5338	um2
setup_path	critPathKind	flip-flop to flip-flop	
logic_synthesis	aoi_share	0.04199	
cts	cts_root_buf	clkbuf_8	
status	outcome	finished, final reports clean	
routing	vias_per_cell	4.826	
job	openroad.warnings	30	
setup_path	cpMaxStageDelayCell	fa_1	
floorplanning	row_count	33	
routing	wl	6.632	mm
timing	worst_slew_pin_slew	0.6093	ns
floorplanning	fp.dieH	94.96	um
logic_synthesis	netlist_instances	330	
placement	port_buffers	70	
timing	finalMaxSlewViolations	0	
logic_synthesis	synthMuxAreaShare	0.006950	
logic_synthesis	avgSynthCellArea	13.09	um2
setup_path	path_max_fanout	3	
logic_synthesis	ys_cells	330	
timing	rsz0062_at_grt	false	
routing	vias	2490	
global_route	grt_max_degree	52	
timing	fin_crit_sh	0.6080	
placement	gp_congestion	0.8268	
cts	cts_buffers	9	
logic_synthesis	syn-cell-area	4320	um2
timing	final-setup-viol-count	0	
logic_synthesis	ys_chip_area	4320	um2
timing	finalCriticalPeriod	2.432	ns
floorplanning	fp_util	0.5206	
floorplanning	dieArea	9016	um2
routing	wl_per_cell	12.85	um
timing	fmax	0.4112	GHz
global_route	antenna_found_initial	0	
power_and_ir_drop	ir_drop	0.1852	mV
cts	h-tree-depth	3	
cts	postCtsHoldBufs	0	
timing	fin_setup_tns	0	ns
job	max_cap_viol_count	0	
[cell type report]
type                            instances  area share
Tap cell                              105     0.02461
Multi-Input combinational cell        198      0.2696
Sequential cell                       111      0.5209
Inverter                               14    0.009845
Clock inverter                          4     0.01430
Timing Repair Buffer                   72      0.1336
Clock buffer                           12     0.02719
[layout by cell type, fill, tap and decap left out, types with 2 or more instances in the layout]
cell,count
a211oi_1,2
a21oi_1,4
a31oi_1,3
and2_1,52
and3_1,4
buf_4,3
bufinv_16,2
clkbuf_1,2
clkbuf_8,10
clkdlybuf4s50_1,69
dfrtp_1,109
dfstp_2,2
fa_1,2
ha_1,24
inv_1,14
mux2i_1,3
nand2_1,10
nand2b_1,3
nand3_1,9
nand4_1,4
nor2_1,15
nor2b_1,5
nor3_1,5
nor3b_1,4
nor4b_1,2
o211ai_1,2
o21a_1,3
o21ai_0,12
xnor2_1,10
xor2_1,8
[report_power, final]
group	internal, W	switching [W]	total, W
logic	0.0000508	0.0000286	0.0000794
registers	0.00115	0.00000584	0.00115
clock network	0.000373	0.000349	0.000722
total	0.00157	0.000383	0.00195
[stage by stage]
step	utilization	cells	power [W]	setup WS, ns	hold WS (ns)
after global routing	0.6431	516	0.002048	1.391	0.4685
after floorplan	-	330	0.001182	1.732	0.3942
after global placement	0.6165	500	0.001255	1.606	0.4351
after detailed placement	0.6165	500	0.001257	1.580	0.4405
after CTS	0.6431	516	0.001989	1.541	0.4540
final	0.6431	516	0.001954	1.568	0.4418
[cells in the mapped netlist, drive strengths merged, types with 3 or more instances]
| master | count | area, um2 |
|---|---|---|
| a21oi | 4 | 20.02 |
| a31oi | 3 | 18.77 |
| and2 | 53 | 332.8 |
| and3 | 5 | 32.53 |
| buf | 3 | 33.78 |
| clkbuf | 4 | 15.01 |
| dfrtp | 109 | 2728 |
| ha | 24 | 300.3 |
| inv | 14 | 52.55 |
| mux2i | 3 | 30.03 |
| nand2 | 10 | 37.54 |
| nand2b | 3 | 18.77 |
| nand3 | 9 | 45.04 |
| nand4 | 5 | 46.29 |
| nor2 | 15 | 56.30 |
| nor2b | 5 | 31.28 |
| nor3 | 5 | 25.02 |
| nor3b | 4 | 30.03 |
| nor4b | 3 | 41.29 |
| o21a | 3 | 22.52 |
| o21ai | 12 | 60.06 |
| xnor2 | 10 | 87.58 |
| xor2 | 8 | 70.07 |
[final timing paths]
kind                       slack [ns]  depth (start not counted)                to                  start
max                              1.57                          8   fb_addr_reg[16]  timing_gen.pixel_y[0]
min                              0.44                          1          vga_g[2]                  rst_n
max reg2reg                      1.57                          8   fb_addr_reg[16]  timing_gen.pixel_y[0]
min reg2reg                      0.45                          1          vga_g[6]     pixel_data_reg[14]
max in group asynchronous        2.68                          2  timing_gen.hsync                  rst_n
min in group clk0                0.45                          1          vga_g[6]     pixel_data_reg[14]
[logic make-up after synthesis]
logic type / Yosys count
buf+inv: 21
flops: 111
mux: 3
fa+ha+maj: 26
xor+xnor: 18
other cells: 1
compound gates: 30
simple gates: 120
[routing by layer]
layer / track usage / share of wire
met1: 0.2676 / 0.47
met5: 0 / 0
met3: 0.04902 / 0.070
met4: 0.02020 / 0.014
met2: 0.2458 / 0.44
No activity file was given, so power comes from the tool's default toggle rates.
